==> flow/design.v <==
`timescale 1ns / 10ps
module blake_rbit_2 #(  parameter N = 8 )(
  input          clk  ,
  input          rstb ,
  input          init ,
  input  [N-1:0] iv   ,
  input          ena  ,
  input  [N-1:0] din  ,
  output reg [N-1:0] dout
);
wire ld = init | ena;
wire [N-1:0] d = init? iv: din;
always @(posedge clk or negedge rstb)
begin
  if (~rstb) dout <= {N{1'b0}};
  else if (ld) dout <= d;
end  
endmodule
==> flow/run.sh <==
#!/bin/bash
# OpenROAD 26Q1-2900-gdf79404cd8, Yosys 0.63+post, stock flow scripts
make -C /OpenROAD-flow-scripts/flow DESIGN_CONFIG=/design/flow/config.mk WORK_HOME=/design/flow/orfs finish
==> flow/config.mk <==
export PLATFORM = sky130hd
export DESIGN_NAME = blake_rbit_2
export DESIGN_NICKNAME = blake_rbit_2
export VERILOG_FILES = /design/flow/design.v
export SDC_FILE = /design/flow/constraint.sdc
export NUM_CORES = 4
export LEC_CHECK = 1
export CORE_AREA = 10 10 70 70
export DIE_AREA = 0 0 80 80
==> flow/constraint.sdc <==
current_design blake_rbit_2

set clk_period 1.3
set clk_io_pct 0.2

create_clock -name clk0 -period $clk_period [get_ports {clk}]

set non_clock_inputs [all_inputs -no_clocks]
set_input_delay [expr $clk_period * $clk_io_pct] -clock clk0 $non_clock_inputs
set_output_delay [expr $clk_period * $clk_io_pct] -clock clk0 [all_outputs]
==> notes.md <==
run metrics: outcome completed, Largest regs dout x8, CTS H-Tree Depth 1, post-route ant nets 0, largest area contributor in the netlist dfrtp_1, ANT cells 0, Commonest flop dfrtp_1, Setup-failing EPs final 0, measured slew at the worst slew-check pin 0.347 ns, Synth top cells by count dfrtp_1 (8), mux2i_1 (8), nand2_1 (8), o21ai_1 (8), buf_6 (2), logic area 150 um^2, final hold viol count 0, pin count of the biggest net entering global routing 17, Hold-fix buffers, CTS 0, Crit. End Element output port, Lkg Pwr 0.325 nW, GP Congestion 0.768, drt total wl 1270 um, gr ovfl total 0, clock root buffer clkbuf_4, DRT Pass-1 Iters 4, share of cells above drive strength 1 7.81%, PwrDens roughly 840 nW/um^2, Synthesis Warnings 1, crit-path max cell delay 0.38 ns, Cell Type Count 5, Largest Register dout, Max-area cell share 53.7%, postcts setup bufs 0, initial antenna violation count 0, final instance area 731 um^2, CTS Buf Count 3, M1 GR Usage between 4 and 5%, Mapped Cells 34, GRT met2 Usage around 7.3%, Worst R2R Path Depth 2, critical-path cell with the highest stage delay dfrtp_1, Mapped Area 373 um^2, Iter 0 DRT Violations 17, Tool Warnings 25, Seq share, synth 53.7%, synthesis area per yosys 373 um^2, GRT Util Overall 4.21%, clock slew at reported path FFs 0.05 ns, critical setup path kind reg2out, DRC viols 0, FILL cells 375, Yosys reg bits 8, setup slack, reg-to-reg 0.59 ns, Die ar. roughly 6400 um^2, I/O pin total 28, crit path max fanout 2, syn_area_per_cell 11.0 um^2, Reg-to-Reg Start dout[2]$_DFFE_PN0P_, global-route wire length before repair 2110 um, register area 200 um^2, Core ar. 3420 um^2, CTS Buffer Depth 2, DR WL/cell roughly 12 um, worst r2r dst dout[2]$_DFFE_PN0P_, met3 usage ~2.3%, Core Util at FP 10.9%, clock period minus worst slack 1.14 ns, num rows 21, Late-Pin Clk Latency 0.25 ns, fin. max-slew vios 0, Slew Limit Headroom 76.8%, setup_tns 0 ns, worst path bufs/invs 1, vias in the first global route ~430, Layout Skew 0 ns, vias 366, die extent in x about 80 um, RSZ-0062 raised after global routing no, Async SR Flop Fraction 100%, Post-DP Area 718 um^2, CTS tree yes, Cell area leaders dfrtp_1 (54%), mux2i_1 (21%), o21ai_1 (11%), Area Growth Syn to Fin 96.0%, vias per cell 3.33, busiest layer in global routing met2, CP startpoint kind register, fmax 876 MHz, post-layout period usage 87.8%, max FFs per register 8, CTS sink cnt 8, Die Height roughly 80 um, Req. time, crit path approximately 1.0 ns, CP cell instances dlygate4sd2_1, max-cap viol count 0, EDFF count, synth 0, HP Class in2async, # Cells Yosys 34, critical path's top delay family flip-flops, Arr. time, crit path between 0.8 and 0.9 ns, Peak VDD IR between 200 and 250 uV, Buffers on Ports 27, HPWL Detailed 1090 um
-- power by group --
part | internal, mW | leakage [nW] | switching [mW] | total, mW
Combinational | 0.105 | 0.214 | 0.0455 | 0.150
Clock | 0.105 | 0.0138 | 0.0752 | 0.180
Sequential | 0.273 | 0.0965 | 0.0115 | 0.284
-- placed cells by master, fill, tap and decap left out --
cell | Yosys | routed
buf_12 | 0 | 2
nand2_1 | 8 | 8
clkbuf_4 | 0 | 3
o21ai_1 | 8 | 8
mux2i_1 | 8 | 8
clkdlybuf4s50_1 | 0 | 19
dlygate4sd2_1 | 0 | 8
dfrtp_1 | 8 | 8
-- cell type report --
type	instances	area share, %
flip-flops and latches	8	27.4
clock buffers	3	3.08
well taps	46	7.88
repair buffers	29	41.1
multi-input cells	24	20.5
-- repair_timing --
item | CTS | global route
hold endpoints to repair | 0 | 0
resized | 8 | 0
setup endpoints to repair | 8 | 0
-- cells by family after synthesis --
logic type	Yosys count	share of synthesized area (%)
compound gates	8	10.7
buf+inv	2	6.04
flops	8	53.7
mux	8	21.5
simple gates	8	8.05
-- worst max path at each step --
| stage | from | end | slack (ns) | depth (start not counted) |
|---|---|---|---|---|
| after CTS | dout[7]$_DFFE_PN0P_ | dout[7] | 0.14 | 1 |
| after global routing | dout[1]$_DFFE_PN0P_ | dout[1] | 0.11 | 1 |
| final | dout[7]$_DFFE_PN0P_ | dout[7] | 0.16 | 1 |
-- per-layer routing --
layer  wire length, um  part of all wire (%)  vias to the layer above
li1                  -                     -                      179
met3               123                   9.7                        0
met4                 0                     0                        0
met2               728                    57                       11
met5                 0                     0                        -
met1               418                    33                      176
-- metrics by stage --
step	worst slack, ns	power, mW	utilization [%]	std cells	hold slack (ns)
after floorplan	0.564	0.327	-	34	-0.0356
after global placement	0.00889	0.457	21.0	107	0.533
after detailed placement	-0.0270	0.459	21.0	107	0.545
after CTS	0.144	0.631	21.4	110	0.289
after global routing	0.112	0.657	21.4	110	0.309
final	0.159	0.615	21.4	110	0.283
Power and IR drop assume default switching activity.
