[flow/run.sh]
#!/bin/bash
# OpenROAD 26Q1-2900-gdf79404cd8, Yosys 0.63+post, stock flow scripts
make -C /OpenROAD-flow-scripts/flow DESIGN_CONFIG=/design/flow/config.mk WORK_HOME=/design/flow/orfs finish
[flow/config.mk]
export PLATFORM = sky130hd
export DESIGN_NAME = blake_rbit_1
export DESIGN_NICKNAME = blake_rbit_1
export VERILOG_FILES = /design/flow/design.v
export SDC_FILE = /design/flow/constraint.sdc
export NUM_CORES = 4
export LEC_CHECK = 1
export CORE_AREA = 10 10 70 70
export DIE_AREA = 0 0 80 80
[flow/constraint.sdc]
current_design blake_rbit_1

set clk_period 1.5
set clk_io_pct 0.2

create_clock -name clk0 -period $clk_period [get_ports {clk}]

set non_clock_inputs [all_inputs -no_clocks]
set_input_delay [expr $clk_period * $clk_io_pct] -clock clk0 $non_clock_inputs
set_output_delay [expr $clk_period * $clk_io_pct] -clock clk0 [all_outputs]
[flow/design.v]
`timescale 1ns / 10ps
module blake_rbit_1 #( parameter N = 8 )(
  input          clk  ,
  input          rstb ,
  input          ena  ,
  input  [N-1:0] din  ,
  output reg [N-1:0] dout
);
always @(posedge clk or negedge rstb)
begin
  if (~rstb) dout <= {N{1'b0}};
  else if (ena) dout <= din;
end  
endmodule
==> Changelog: implementation <==
## Flow update

* Synth top cells by count: dfrtp_1, mux2_4, buf_6
* Placed Area at ~590 sq um
* Yosys warns at 1
* Pre-Repair DR Iteration Count at 2
* Final ANT Viol Nets at 0
* Sequential area share after synthesis at 0.604
* Ys flops at 8
* Hold bufs inserted after CTS at 0
* Syn_area_per_cell at 19.5 sq um
* Power Density at ~870 nW/um^2
* GRT Overall Usage at 0.0307
* Crit path max-delay family: buffers and inverters
* Final instance area at ~610 sq um
* Tool warnings at 28
* Pint at between 400 and 500 uW
* Startpoint Class: register
* Post-synth EDFFs at 0
* P_leak at approximately 0.00026 uW
* Netlist cell types at 3
* Critical Path Slowest Stage Cell: clkdlybuf4s50_1
* Worst-Margin Slew at roughly 380 ps
* Clk sinks at 8
* # setup viols final at 0
* Chip Height at 80 um
* Main area contributors: dfrtp_1, mux2_4, buf_6
* Total setup buffers inserted after CTS at 0
* Synth area leader: dfrtp_1
* Max FFs per register at 8
* H-tree levels at 1
* Cells after Synth at 17
* Share of layout cells above drive strength 1 at 0.333
* Peak VDD IR at between 300 and 400 uV
* Area grow syn2layout at 83.4%
* Critical path peak fanout at 2
* Die area at 6400 sq um
* Vias in the first global route at 247
* First-pass GRT wire length at about 1400 um
* Crit end category: output port
* Clk slew on worst S/H paths at 50 ps
* Max-Slew Margin vs Limit at 0.744
* Async S/R FF share, synth at 1.00
* DRC violations left at 0
* PortBufs at 18
* Post-route setup TNS at 0 ps
* Biggest register: dout
* Core area at 3420 sq um
* Drt wl/cell at between 10 and 15 um
* Final Core Density at 0.178
* Worst reg2reg startpoint: dout[6]
* CP Data Required Time at between 1000 and 1500 ps
* Launch point of the critical path: dout[4]
* Std-Cell Rows at 21
* Fp util at 0.0971
* Mapped cell area at about 330 sq um
* Max Root-Sink Buffers at 2
* Initial antenna violation count at 0
* Busiest grt layer: met2
* Slew Viols, Final at 0
* CP Data Arrival Time at roughly 1100 ps
* Hold crit path type: in2async
* Max Cap Violations at 0
* Largest net degree at the start of global routing at 9
* Yosys Instances at 17
* DR iter-0 viols at 4
* Cts bufs inserted at 3
* Worst-case clock skew at 0 ps
* CP Class: reg2out
* Logic gate share of total power at 0.224
* Final worst path period share at 0.919
* Root Buffer: clkbuf_4
* Die W at ~80 um
* Min cycle time layout at 1380 ps
* Slowest stage delay, CP at 480 ps
* Yosys chip area at about 330 sq um
* Total gr overflow at 0
* Fmax at around 730 MHz
* Via Count at 229
* Latency at later pin at between 200 and 300 ps
* Sequential power share at 0.476
* RD Place Congestion at approximately 0.75
* CTS tree: done
* Post-DR vias/cell at 2.69
* Crit path cell chain: clkdlybuf4s50_1
* Met2 usage at 0.0393
* GR Layer Usage met3 at 0.0273
* Net Switching at slightly above 100 uW
* Diodes inserted at 0
* Outcome: finished clean
* Largest type area fraction at 0.604
* DRT Wirelength at about 910 um
* Post-CTS resize count at 0
* Io pins at 19
* Met1 Resource Use GR at 0.0391
* Unrepaired setup endpoints after global routing: false
* CP Buf/Inv Count at 1
* Final hold vios at 0
* Main flop type: dfrtp_1
* Clk network pwr share at 0.300
* Biggest regs: dout (8)
* Switching share of power at 0.196
-- stage by stage --
| stage | worst slack (ps) | total power (uW) | std cells | hold WS (ps) |
|---|---|---|---|---|
| 6_report | 122 | 528 | 85 | 338 |
| 5_1_grt | 59.1 | 565 | 85 | 351 |
| 3_5_place_dp | 94.1 | 376 | 82 | 498 |
| 2_1_floorplan | 658 | 288 | 17 | 4.41 |
| 4_1_cts | 89.4 | 541 | 85 | 335 |
| 3_3_place_gp | 115 | 375 | 82 | 504 |
-- cells by family (layout without fill, tap and decap cells) --
logic type | Yosys count | count (layout) | share of synthesized area
flops | 8 | 8 | 0.604
mux | 8 | 8 | 0.362
buf+inv | 1 | 23 | 0.0340
-- per-layer routing --
metal	vias up	routed length (um)	share of wire
met3	0	139	0.15
li1	106	-	-
met5	-	0	0
met2	15	345	0.38
met1	108	423	0.47
met4	0	0	0
-- worst paths after layout --
| path | cells after the start | endpoint | slack (ps) |
|---|---|---|---|
| max in group asynchronous | 1 | dout[1] | 890 |
| min reg2reg | 1 | dout[1] | 510 |
| max reg2reg | 1 | dout[6] | 730 |
| min in group clk0 | 1 | dout[1] | 510 |
| min | 1 | dout[4] | 340 |
| max | 1 | dout[4] | 120 |
-- power groups by stage --
stage                 registers (uW)  logic, uW  clock network [uW]
after CTS                        251        122                 168
after global routing             253        128                 184
final                            251        118                 158
-- cells in the final DEF (no fill, tap or decap) --
cell and count:
clkdlybuf4s50_1 18, buf_4 1, mux2_4 8, dfrtp_1 8, buf_12 1, clkbuf_4 3
-- cell type report --
class,count,area (sq um)
repair buffers,20,208
flip-flops and latches,8,200
well taps,46,57.6
fillers,386,2810
clock buffers,3,22.5
multi-input cells,8,120
Power and IR drop assume default switching activity.
